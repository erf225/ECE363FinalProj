===== /design/flow/design.v =====
`timescale 1ns/1ps
module keypad (
	input wire clk,  
	input wire rst,  
	input wire [3:0] row,  
	input wire door_movement_detected,  
	input wire facility_movement_detected,  
	output reg [3:0] col,  
	output reg is_enabled,  
	output reg led,  
	output reg alert_authorities  
);
logic [3:0] input_buf [0:3];  
logic [3:0] correct_passcode [0:3];   
logic [3:0] col_counter;  
logic [2:0] buf_counter;
logic [1:0] decode_col;
logic [3:0] key_input;
logic key_pressed;
logic buffer_updated; 
always @(posedge clk) begin
	if (rst) begin
		alert_authorities <= 1'b0;  
	end else begin
		if ((door_movement_detected || facility_movement_detected) && is_enabled) begin
			alert_authorities <= 1'b1;  
		end else if (!is_enabled) begin
			alert_authorities <= 1'b0;  
		end
	end
end
always @(posedge clk) begin
	if (rst) begin
		col_counter <= 4'b1000;  
		col <= col_counter;  
	end else begin
		col_counter <= {col_counter[0], col_counter[3:1]};  
		col <= col_counter;  
	end
end
always @(posedge clk) begin
	if (rst) begin
		decode_col <= 2'b00;  
	end else begin
		case (col_counter)
			4'b1000: decode_col <= 2'b00;  
			4'b0100: decode_col <= 2'b01;  
			4'b0010: decode_col <= 2'b10;  
			4'b0001: decode_col <= 2'b11;  
			default: decode_col <= 2'bxx;  
		endcase
	end
end
always @(posedge clk or posedge rst) begin
	if (rst) begin
		key_pressed <= 1'b0;  
                key_input <= 4'b0000;  
	end else if (row != 4'b0000) begin
		key_pressed <= 1'b1;  
                case (row) 
			4'b1000: key_input <= {2'b00, decode_col};
			4'b0100: key_input <= {2'b01, decode_col};
			4'b0010: key_input <= {2'b10, decode_col};
			4'b0001: key_input <= {2'b11, decode_col};
			default: key_input <= 4'bxxxx;
		endcase
	end else begin
		key_pressed <= 1'b0;  
		key_input <= 4'bxxxx;  
	end
end
always @(posedge clk) begin
	if (rst) begin
		correct_passcode[0] = 4'b0000;  
		correct_passcode[1] = 4'b1001;  
		correct_passcode[2] = 4'b0110;  
		correct_passcode[3] = 4'b0101;  
		buf_counter = 3'b000;  
		is_enabled <= 1'b0;  
		led <= 1'b0;  
	end else if (key_pressed && !buffer_updated) begin  
			input_buf[buf_counter] = key_input;  
			buf_counter = buf_counter + 3'b001;  
			buffer_updated <= 1'b1;  
			if (buf_counter == 3'b100) begin
				if (correct_passcode[0] == input_buf[0] 
				    && correct_passcode[1] == input_buf[1] 
				    && correct_passcode[2] == input_buf[2] 
				    && correct_passcode[3] == input_buf[3]) begin
					is_enabled <= !is_enabled;  
					led <= !led;  
				end
				buf_counter = 3'b000;  
			end
	end else begin
		buffer_updated <= 1'b0;  
	end
end
endmodule

===== /design/flow/run.sh =====
#!/bin/bash
# OpenROAD 26Q1-2900-gdf79404cd8, Yosys 0.63+post, stock flow scripts
make -C /OpenROAD-flow-scripts/flow DESIGN_CONFIG=/design/flow/config.mk WORK_HOME=/design/flow/orfs finish

===== /design/flow/config.mk =====
export PLATFORM = sky130hd
export DESIGN_NAME = keypad
export DESIGN_NICKNAME = keypad
export VERILOG_FILES = /design/flow/design.v
export SDC_FILE = /design/flow/constraint.sdc
export NUM_CORES = 4
export LEC_CHECK = 1
export CORE_UTILIZATION = 40

===== /design/flow/constraint.sdc =====
current_design keypad

set clk_period 3.6
set clk_io_pct 0.2

create_clock -name clk0 -period $clk_period [get_ports {clk}]

set non_clock_inputs [all_inputs -no_clocks]
set_input_delay [expr $clk_period * $clk_io_pct] -clock clk0 $non_clock_inputs
set_output_delay [expr $clk_period * $clk_io_pct] -clock clk0 [all_outputs]

==> summary.log <==
qor: min_path.hold_path_end key_input[0]$_DFF_PP0_
qor: synthesis.yosys.area_share.xor_xnor 0.0222
qor: drt.drt_drc_violations_left 0
qor: final_timing.timing_worst_slew_pin_value 0.484 ns
qor: setup_path.timing.critical_path.from_type flip-flop
qor: placement.place_congestion 0.770
qor: cells_and_area.multiInputGateArea 576 um^2
qor: synthesis.yosys-mux-area-fraction 0.0878
qor: final_timing.grt_setup_unrepaired no
qor: final_timing.fin_worst_skew 0.00550 ns
qor: cells_and_area.areaGrowthSynthToFinish 17.2%
qor: die.placementRows 22
qor: pwr.vdd_ir_drop_max 0.282 mV
qor: die.die_width 64.9 um
qor: synthesis.netlist_instances 127
qor: setup_path.worst_r2r_startpoint buf_counter[0]$_SDFFE_PP0P_
qor: setup_path.r2r.worst_path.cells 7
qor: die.die_height 64.9 um
qor: clocking.ctsResizeCount 0
qor: drt.detail_route.first_pass.iterations 4
qor: placement.hpwlAfterDp 1780 um
qor: setup_path.critPathMaxFanout 8
qor: die.design.die.area 0.00421 mm^2
qor: drt.route.antenna.remaining_nets 0
qor: clocking.cts.clk_slew.worst_paths 0.07 ns
qor: clocking.cts_buffers 5
qor: die.floorplan.core_util 0.426
qor: min_path.worst_hold_path.num_cells 0
qor: final_timing.report.final.hold_viol_count 0
qor: placement.buffer_ports.inserted 14
qor: synthesis.compound_cell_area_share_of_the_yosys_netlist 0.0570
qor: die.core 0.00372 mm^2
qor: drt.routedWlPerCell 13.3 um
qor: global_route.antenna_found_initial 0
qor: placement.placed_cells 185
qor: drt.via_count 973
qor: pwr.power_leakage 0.685 nW
qor: final_timing.max_freq 0.421 GHz
qor: synthesis.synthTopLogicFamily simple AND/OR/NAND/NOR gates
qor: final_timing.timing.slew.headroom 0.676
qor: final_timing.layout_worst_path_cycle_share 0.659
qor: setup_path.crit_buf_inv 1
qor: synthesis.postSynthAreaPerCell 12.5 um^2
qor: setup_path.crit_path_end_kind flip-flop
qor: setup_path.setup.reg_to_reg.worst_slack 1.23 ns
qor: setup_path.crit_arrival 2.58 ns
qor: cells_and_area.fillerInstances 335
qor: global_route.gr-total-overflow 0
qor: job.tool_warnings 30
qor: global_route.track_usage 0.146
qor: setup_path.crit_path_cell_trace inv_1 > ha_1 > mux2_4 > o32a_1 > or4_4 > or3_1 > a21oi_1
qor: cells_and_area.sequential_cell_area 956 um^2
qor: global_route.grt_max_degree 17
qor: pwr.power_density 460 mW/mm^2
qor: final_timing.finalWorstSetupSlack 1.23 ns
qor: final_timing.setup_viol 0
qor: synthesis.synthesis.area 0.00158 mm^2
qor: setup_path.cp.required 3.81 ns
qor: synthesis.yosysCellCount 127
qor: clocking.h-tree-depth 2
qor: clocking.cts_tree done
qor: final_timing.period_needed 2.37 ns
qor: min_path.timing.hold.worst.start decode_col[0]$_SDFF_PP0_
qor: synthesis.synthesis.yosys.warnings 3
qor: final_timing.final.setup.tns 0 ns
qor: min_path.worstHoldPathType flip-flop to flip-flop
qor: global_route.vias_in_the_first_global_route 955
qor: setup_path.criticalPathCategory flip-flop to flip-flop
qor: global_route.global_route_wire_length_before_repair 4420 um
qor: clocking.cts_max_path_buffers 2
qor: setup_path.worstReg2RegEnd is_enabled$_SDFFE_PP0P_
qor: clocking.clock_tree.root_cell clkbuf_8
qor: drt.initialDrtViolationCount 46
qor: setup_path.cp_slowest_stage_delay 0.54 ns
qor: final_timing.final-max-slew-violation-count 0
qor: die.top_level_ports 15
qor: job.max_cap_violations 0
qor: synthesis.synth_seq_share 0.604
qor: setup_path.critical-path-slowest-cell or4_4
qor: clocking.worst_skew_pair.late_latency 0.28 ns
qor: synthesis.synth.lib_cells_used.distinct 34
qor: drt.detail_route.antenna_diodes 0
qor: synthesis.synthSimpleGateAreaFrac 0.150
qor: cells_and_area.drive_above_1_share 0.152
qor: placement.place_ws 1.28 ns
qor: synthesis.post_synthesis_register_bit_count 38
qor: synthesis.synthesized_chip_area_reported_by_yosys 0.00158 mm^2
qor: setup_path.family_with_the_most_delay_on_the_worst_path simple AND/OR/NAND/NOR gates
qor: clocking.cts_post_setup_buffers_inserted 0
qor: drt.via_per_inst 5.04
qor: cells_and_area.fin_cells 193
qor: synthesis.yosys.area_share.adder 0.0475
qor: clocking.tritoncts_num_sinks 38
qor: status.outcome finished, final reports clean
qor: clocking.cts-hold-fix-buffers 0
qor: drt.wl 2580 um
-- cells by family after synthesis --
family | after synthesis
adder cells (fa/ha/maj) | 6
multiplexers | 12
AND-OR/OR-AND | 14
buffers and inverters | 11
XOR/XNOR | 4
flip-flops | 38
AND/OR/NAND/NOR | 42
-- worst max-delay path by stage --
stage | start | cells past startpoint | slack [ns] | end
CTS | buf_counter[0]$_SDFFE_PP0P_ | 7 | 1.24 | is_enabled$_SDFFE_PP0P_
finish | buf_counter[0]$_SDFFE_PP0P_ | 7 | 1.23 | is_enabled$_SDFFE_PP0P_
global route | buf_counter[0]$_SDFFE_PP0P_ | 7 | 1.12 | is_enabled$_SDFFE_PP0P_
-- power by group --
| part | switching [mW] | internal (mW) | total [mW] | leakage (nW) |
|---|---|---|---|---|
| Combinational | 0.0361 | 0.0412 | 0.0772 | 0.280 |
| Clock | 0.133 | 0.154 | 0.287 | 0.0482 |
| Sequential | 0.0135 | 0.475 | 0.489 | 0.356 |
| Total | 0.183 | 0.671 | 0.853 | 0.685 |
-- placed cells by master (no fill, tap or decap), types with 5 or more instances in the layout --
| cell type | instances |
|---|---|
| dfrtp_1 | 5 |
| a21oi_1 | 6 |
| nand2_1 | 10 |
| clkbuf_8 | 6 |
| ha_1 | 6 |
| clkdlybuf4s50_1 | 14 |
| inv_1 | 6 |
| mux2_2 | 11 |
| edfxtp_1 | 17 |
| dfxtp_1 | 16 |
-- per-stage QoR --
step	hold slack, ns	utilization	power (mW)	area [um^2]
2_1_floorplan	0.316	-	0.547	1580
3_3_place_gp	0.317	0.474	0.574	1760
3_5_place_dp	0.321	0.474	0.575	1760
4_1_cts	0.332	0.499	0.868	1850
5_1_grt	0.340	0.499	0.897	1850
6_report	0.330	0.499	0.853	1850
-- Yosys cell counts --
library cell	instances	area share
edfxtp_1	17	0.32
nor3_1	4	0.013
xnor2_1	4	0.022
nand3b_1	2	0.0095
clkbuf_1	3	0.0071
dfxtp_1	16	0.20
buf_2	1	0.0032
nor2_1	4	0.0095
mux2_2	11	0.078
mux2_4	1	0.0095
nor3b_1	1	0.0047
dfrtp_1	5	0.079
and3b_1	1	0.0055
o32a_1	1	0.0063
o22ai_1	2	0.0079
nand4_1	1	0.0040
o21ai_0	2	0.0063
a221o_1	1	0.0063
nand2b_1	4	0.016
a21o_1	1	0.0047
nor4bb_1	1	0.0063
a21oi_1	6	0.019
inv_1	6	0.014
nor2b_1	4	0.016
or4_4	1	0.0071
o311a_1	1	0.0063
or3_1	2	0.0079
or4_1	1	0.0047
ha_1	6	0.047
or2_2	1	0.0040
nand2_1	10	0.024
buf_6	1	0.0071
nand3_1	2	0.0063
nor4_1	3	0.012
-- routing by layer --
layer	wire [um]	share of wire	GRT usage
met5	0	0	0
met3	143	0.056	0.0464
met1	1230	0.48	0.217
met2	1140	0.44	0.214
met4	65	0.025	0.0444
-- final cells by class --
cell class | instances | share of cell area
tap | 48 | 0.0324
clock inverter | 1 | 0.00270
timing repair buffer | 15 | 0.0797
clock buffer | 7 | 0.0466
inverter | 6 | 0.0122
multi-input combinational | 78 | 0.311
sequential | 38 | 0.516
-- registers in the layout, summed over array words and instances, names as in the netlist --
name	cells
col	4
input_buf	16
alert_authorities	1
col_counter	4
led	1
key_pressed	1
key_input	4
is_enabled	1
decode_col	2
buf_counter	3
buffer_updated	1
-- worst register-to-register path, stage by stage (launching register included) --
cell and delay (ns):
dfxtp_1 0.42, inv_1 0.10, ha_1 0.31, mux2_4 0.33, o32a_1 0.15, or4_4 0.54
or3_1 0.32, a21oi_1 0.14
Power figures rest on the tool's default switching activity, not on a simulated workload.
